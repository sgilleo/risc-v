$ cat /design/flow/config.mk
export PLATFORM = sky130hd
export DESIGN_NAME = ALU
export DESIGN_NICKNAME = ALU
export VERILOG_FILES = /design/flow/design.v
export SDC_FILE = /design/flow/constraint.sdc
export NUM_CORES = 4
export LEC_CHECK = 1
export CORE_UTILIZATION = 30
$ cat /design/flow/design.v
module ALU(opcode, op1, op2, res, zero);
  input logic[3:0] opcode;
  input logic[31:0] op1, op2;
  output logic[31:0] res;
  output bit zero;
  always_comb begin
    case(opcode)
        4'b0000: res = op1 + op2;
        4'b0001: res = op1 - op2;
        4'b0010: res = ($signed(op1) < $signed(op2)) ? 32'b1 : 32'b0;
        4'b0011: res = ($unsigned(op1) < $unsigned(op2)) ? 32'b1 : 32'b0;
        4'b0100: res = op1 & op2;
        4'b0101: res = op1 | op2;
        4'b0110: res = op1 ^ op2;
        4'b0111: res = op1 << op2[4:0];  
        4'b1000: res = op1 >> op2[4:0];
        4'b1001: res = op1 >>> op2[4:0];  
        4'b1010: res = ($signed(op1) < $signed(op2)) ? 32'b0 : 32'b1;
        4'b1011: res = ($unsigned(op1) < $unsigned(op2)) ? 32'b0 : 32'b1;
      default: res = 32'b0;  
    endcase
    zero = (res == 32'b0) ? 1'b1 : 1'b0;  
  end
endmodule
$ cat /design/flow/constraint.sdc
current_design ALU

set clk_period 19.1
set clk_io_pct 0.2

create_clock -name clk0 -period $clk_period

set non_clock_inputs [all_inputs -no_clocks]
set_input_delay [expr $clk_period * $clk_io_pct] -clock clk0 $non_clock_inputs
set_output_delay [expr $clk_period * $clk_io_pct] -clock clk0 [all_outputs]
$ cat /design/flow/run.sh
#!/bin/bash
# OpenROAD 26Q1-2900-gdf79404cd8, Yosys 0.63+post, stock flow scripts
make -C /OpenROAD-flow-scripts/flow DESIGN_CONFIG=/design/flow/config.mk WORK_HOME=/design/flow/orfs finish
==> results.json <==
{
  "grt_first_pass_wirelength_mm": 74.28,
  "syn_area_sq_um": 9789,
  "layout.area.seq_sq_um": 0,
  "worst-endpoint-required_ps": 15280,
  "layout-drive-gt1-share": 0.1053,
  "first_iter_violations": 1276,
  "sequential_cell_count": 0,
  "yosys.area.top_type": "sky130_fd_sc_hd__ha_1",
  "setup.worst_path.start_class": "input pin",
  "die-height_um": 182.6,
  "dp_cells": 1859,
  "grt_max_degree": 59,
  "sw_frac_of_total": 0.6102,
  "syn-mean-instance-area_sq_um": 6.987,
  "final-instance-count-excl-fill": 1860,
  "setup_tns_ps": 0,
  "fin_crit_ps": 13750,
  "area_growth_pct": 13.64,
  "final_hold_viol_count": 0,
  "power_density_nw_per_um2": 30.70,
  "worstMarginPinSlew_ps": 872.5,
  "fillerInstances": 3362,
  "finalClockPeriodUsage": 0.7199,
  "power.leakage_nw": 4.573,
  "crit_path_max_fanout": 39,
  "grt_pass1_vias": 11230,
  "yosys_warnings": 1,
  "post_cts_hold_buffer_count": 0,
  "worst_hold_path_type": "input pin to primary output",
  "syn_inst": 1401,
  "grt_antenna_before_repair": 1,
  "row_count": 65,
  "ant_nets": 0,
  "synth.area.top_cells": "sky130_fd_sc_hd__ha_1 13%, sky130_fd_sc_hd__mux4_2 10%, sky130_fd_sc_hd__mux2i_1 8.1%, sky130_fd_sc_hd__a21oi_1 5.3%, sky130_fd_sc_hd__nand2_1 5.2%",
  "internal-power_mw": 0.1331,
  "detailedPlacementHpwl_mm": 38.42,
  "yosys.stat.seqShare": 0,
  "ys_chip_area_sq_um": 9789,
  "yosysTopAreaCellShare": 0.1265,
  "power_mw": 0.3416,
  "grt-ovfl-total": 0,
  "vias": 11834,
  "most-common-layout-cells": "135 x sky130_fd_sc_hd__nand2_1, 123 x sky130_fd_sc_hd__nor2_1, 104 x sky130_fd_sc_hd__a21oi_1, 99 x sky130_fd_sc_hd__ha_1, 95 x sky130_fd_sc_hd__clkdlybuf4s50_1",
  "initial_utilization": 0.3078,
  "fp.dieArea_sq_um": 33360,
  "final.clkbuf_count": 0,
  "total_detailed_routing_wirelength_mm": 49.83,
  "setup_viol_count_final": 0,
  "drt_pass1_iterations": 6,
  "warning_count": 99,
  "switchingPower_mw": 0.2084,
  "pins_over_their_slew_limit": 0,
  "cp.arrival_ps": 9930,
  "power.ir.vdd_worst_v": 0.00001415,
  "grtUsageTotal": 0.3031,
  "cts_resized": 0,
  "design.core.area_sq_um": 31800,
  "die_width_um": 182.6,
  "post-route-drc-count": 0,
  "io-pin-count": 101,
  "number_of_setup_buffers_added_after_cts": 0,
  "grt_setup_unrepaired": "false",
  "vias_per_cell": 6.362,
  "netlist-cell-type-count": 86,
  "final_common_cell": "sky130_fd_sc_hd__nand2_1",
  "criticalPathCategory": "input pin to primary output",
  "fmax_mhz": 72.72,
  "drv.max_cap_violation_count": 0,
  "avgRoutedWirePerCell_um": 26.79,
  "gp_congestion": 1.051,
  "postLayoutCellArea_sq_um": 11120,
  "postPlaceCellArea_sq_um": 11120,
  "critPathCaptureType": "primary output",
  "slew-limit-headroom": 0.4033,
  "port_buffers": 101,
  "outcome": "finished, final reports clean",
  "cells_yosys": 1401
}
-- worst paths after layout --
kind | startpoint | to | slack, ps | depth (start not counted)
max | op2[0] | zero | 5350 | 18
min | opcode[0] | res[12] | 8780 | 4
-- power by group through the flow --
stage / clock network, mW / logic (mW) / registers, mW
after CTS: 0 / 0.332 / 0
after global routing: 0 / 0.364 / 0
-- cells by family (layout without fill, tap and decap cells) --
logic type,Yosys count,in the layout,share of synthesized area
multiplexers,151,151,0.2187
XOR/XNOR,19,19,0.01700
adder cells (fa/ha/maj),101,101,0.1306
buffers and inverters,222,245,0.09445
AND-OR/OR-AND,454,454,0.3145
AND/OR/NAND/NOR,454,454,0.2247
other,0,1,0
-- routing by layer --
metal,GRT usage,up-vias,share of wire
met5,0,-,0
met2,0.4734,691,0.44
met4,0.1072,0,0.047
met3,0.07304,116,0.10
li1,-,5345,-
met1,0.4092,5682,0.41
-- cell usage after synthesis (5+ instances only) --
| cell | number |
|---|---|
| sky130_fd_sc_hd__or3_1 | 8 |
| sky130_fd_sc_hd__buf_1 | 12 |
| sky130_fd_sc_hd__buf_4 | 8 |
| sky130_fd_sc_hd__a221oi_1 | 11 |
| sky130_fd_sc_hd__a21o_1 | 17 |
| sky130_fd_sc_hd__a211o_1 | 9 |
| sky130_fd_sc_hd__a211oi_1 | 26 |
| sky130_fd_sc_hd__a22oi_1 | 7 |
| sky130_fd_sc_hd__and3_1 | 13 |
| sky130_fd_sc_hd__o21ai_0 | 73 |
| sky130_fd_sc_hd__ha_1 | 99 |
| sky130_fd_sc_hd__xnor2_1 | 16 |
| sky130_fd_sc_hd__or2_2 | 6 |
| sky130_fd_sc_hd__nor2b_1 | 15 |
| sky130_fd_sc_hd__clkbuf_1 | 77 |
| sky130_fd_sc_hd__nor4_1 | 17 |
| sky130_fd_sc_hd__or4_1 | 9 |
| sky130_fd_sc_hd__a2111oi_0 | 7 |
| sky130_fd_sc_hd__a31oi_1 | 22 |
| sky130_fd_sc_hd__o2111ai_1 | 5 |
| sky130_fd_sc_hd__mux2_2 | 23 |
| sky130_fd_sc_hd__mux2i_1 | 79 |
| sky130_fd_sc_hd__o21bai_1 | 11 |
| sky130_fd_sc_hd__nor2_1 | 123 |
| sky130_fd_sc_hd__nand2b_1 | 13 |
| sky130_fd_sc_hd__o32ai_1 | 6 |
| sky130_fd_sc_hd__nand4_1 | 14 |
| sky130_fd_sc_hd__o31ai_1 | 10 |
| sky130_fd_sc_hd__buf_2 | 25 |
| sky130_fd_sc_hd__nor3_1 | 45 |
| sky130_fd_sc_hd__a21boi_0 | 6 |
| sky130_fd_sc_hd__a32oi_1 | 8 |
| sky130_fd_sc_hd__o221a_2 | 5 |
| sky130_fd_sc_hd__mux4_2 | 45 |
| sky130_fd_sc_hd__and2_1 | 7 |
| sky130_fd_sc_hd__o22a_1 | 7 |
| sky130_fd_sc_hd__o211a_1 | 6 |
| sky130_fd_sc_hd__inv_1 | 92 |
| sky130_fd_sc_hd__a21oi_1 | 104 |
| sky130_fd_sc_hd__nand2_1 | 135 |
| sky130_fd_sc_hd__o211ai_1 | 28 |
| sky130_fd_sc_hd__o22ai_1 | 35 |
| sky130_fd_sc_hd__nand3_1 | 24 |
| sky130_fd_sc_hd__o221ai_1 | 7 |
-- layout make-up --
cell class / count / area (sq um) / area share
multi-input combinational: 1179 / 8871 / 0.7974
timing repair buffer: 149 / 1346 / 0.1210
tap: 435 / 544.3 / 0.04893
inverter: 96 / 360.3 / 0.03239
antenna: 1 / 2.502 / 0.0002249
-- critical path, stage by stage --
cell,delay (ps)
sky130_fd_sc_hd__buf_4,350
sky130_fd_sc_hd__buf_4,550
sky130_fd_sc_hd__clkinv_1,590
sky130_fd_sc_hd__ha_1,450
sky130_fd_sc_hd__nand2b_1,160
sky130_fd_sc_hd__o211ai_1,130
sky130_fd_sc_hd__a21oi_1,130
sky130_fd_sc_hd__a2111oi_0,710
sky130_fd_sc_hd__buf_4,280
sky130_fd_sc_hd__nand2b_1,60
sky130_fd_sc_hd__a31oi_1,140
sky130_fd_sc_hd__a32oi_1,120
sky130_fd_sc_hd__nor4_1,430
sky130_fd_sc_hd__nand4bb_1,260
sky130_fd_sc_hd__or4b_1,560
sky130_fd_sc_hd__or4_1,500
sky130_fd_sc_hd__nor4_2,140
sky130_fd_sc_hd__clkdlybuf4s50_1,500
-- stage by stage --
step	hold slack [ps]	setup WS (ps)	utilization
after global placement	8774	5275	0.3498
after floorplan	7906	6679	-
after detailed placement	8767	5396	0.3498
after global routing	8856	5097	0.3498
final	8779	5350	0.3498
after CTS	8765	5366	0.3498
Power and IR drop assume default switching activity.
